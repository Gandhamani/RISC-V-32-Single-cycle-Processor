==> design/flow/design.v <==
module data_mem #(parameter DATA_WIDTH = 32, ADDR_WIDTH = 32, MEM_SIZE = 64) (
    input                         clk,
    input                         wr_en,
    input        [2:0]            funct3,
    input        [ADDR_WIDTH-1:0] wr_addr,
    input        [DATA_WIDTH-1:0] wr_data,
    output reg   [DATA_WIDTH-1:0] rd_data_mem
);
    reg [DATA_WIDTH-1:0] data_ram [0:MEM_SIZE-1];
    wire [5:0] word_addr = wr_addr[7:2];
    always @(posedge clk) begin
        if (wr_en) begin
            case (funct3)
                3'b000: begin  
                    case (wr_addr[1:0])
                        2'b00: data_ram[word_addr][7:0]   <= wr_data[7:0];
                        2'b01: data_ram[word_addr][15:8]  <= wr_data[7:0];
                        2'b10: data_ram[word_addr][23:16] <= wr_data[7:0];
                        2'b11: data_ram[word_addr][31:24] <= wr_data[7:0];
                        default: ;  
                    endcase
                end
                3'b010: data_ram[word_addr] <= wr_data;  
                default: ;  
            endcase
        end
    end
    always @(*) begin
        case (funct3)
            3'b000: begin  
                case (wr_addr[1:0])
                    2'b00: rd_data_mem = {{24{data_ram[word_addr][7]}}, data_ram[word_addr][7:0]};
                    2'b01: rd_data_mem = {{24{data_ram[word_addr][15]}}, data_ram[word_addr][15:8]};
                    2'b10: rd_data_mem = {{24{data_ram[word_addr][23]}}, data_ram[word_addr][23:16]};
                    2'b11: rd_data_mem = {{24{data_ram[word_addr][31]}}, data_ram[word_addr][31:24]};
                    default: rd_data_mem = 32'b0;  
                endcase
            end
            3'b100: begin  
                case (wr_addr[1:0])
                    2'b00: rd_data_mem = {24'b0, data_ram[word_addr][7:0]};
                    2'b01: rd_data_mem = {24'b0, data_ram[word_addr][15:8]};
                    2'b10: rd_data_mem = {24'b0, data_ram[word_addr][23:16]};
                    2'b11: rd_data_mem = {24'b0, data_ram[word_addr][31:24]};
                    default: rd_data_mem = 32'b0;  
                endcase
            end
            3'b010: rd_data_mem = data_ram[word_addr];  
            default: rd_data_mem = 32'b0;  
        endcase
    end
endmodule
==> design/flow/run.sh <==
#!/bin/bash
# OpenROAD 26Q1-2900-gdf79404cd8, Yosys 0.63+post, stock flow scripts
make -C /OpenROAD-flow-scripts/flow DESIGN_CONFIG=/design/flow/config.mk WORK_HOME=/design/flow/orfs finish
==> design/flow/config.mk <==
export PLATFORM = sky130hd
export DESIGN_NAME = data_mem
export DESIGN_NICKNAME = data_mem
export VERILOG_FILES = /design/flow/design.v
export SDC_FILE = /design/flow/constraint.sdc
export NUM_CORES = 4
export LEC_CHECK = 1
export CORE_UTILIZATION = 40
==> design/flow/constraint.sdc <==
current_design data_mem

set clk_period 33.4
set clk_io_pct 0.2

create_clock -name clk0 -period $clk_period [get_ports {clk}]

set non_clock_inputs [all_inputs -no_clocks]
set_input_delay [expr $clk_period * $clk_io_pct] -clock clk0 $non_clock_inputs
set_output_delay [expr $clk_period * $clk_io_pct] -clock clk0 [all_outputs]
==> writeup.txt <==
The synthesis report names the predominant flop master as edfxtp_1. The flow ran to the end, and the final reports show no timing, DRC or antenna violations. The tool warning count for the run is 50. Per the final layout report, the fraction of cells sized above drive strength 1 comes to 18.9%. The script computed a power per unit cell area of 57.6 mW/mm^2.

The cell sitting at the root of the clock tree is a clkbuf_16. The first routing iteration left 3,525 violations. The global-route usage over all layers was 28.7%; the highest ir drop seen on vdd was 0.0599 mV. The data arrival time reported for the critical path is 12.27 ns. The register cell area after layout was 0.0615 mm^2.

Setup repair after global routing left no endpoint under its margin. For this run, the detailed router reports a per-instance via density of 6.05. The most common cell in the synthesized netlist is edfxtp_1. In this run the critical path is formed by buf_8, buf_4, buf_4, and2_2, buf_4, a31oi_1, a21oi_1, nor2_1, nand4_1, nand3_2, nand2_1, clkdlybuf4s50_1. The largest area contributor in the netlist was edfxtp_1.

Share of synthesized area occupied by flip-flops and latches: 77.7%. In this run, synthesis inferred 2,048 flip-flops with an integrated enable. The region available for standard cell placement spans 0.196 mm^2. In this design, the critical path's most frequently occurring cell is buf_4. The summed negative setup slack over all endpoints was 0 ns; the number of buffers created by CTS was 202. The worst setup path is launched from a primary input.

The run gives 0.06 ns for the CTS clock-pin slew for the worst setup and hold paths. The logs give 0 for the number of violations of the max-capacitance limit and 162 for the number of rows created at floorplan. The proportion of synthesized flip-flops having asynchronous set or reset works out to 0%. The area fraction of the largest cell type after synthesis is 77.7%.

Gates resized during post-CTS repair numbered 0. The number of antenna violations at the first check in global routing was 19. The chip occupies 0.200 mm^2.

The script reports the combined buffer and inverter count of the critical path as 5. After layout, the minimum clock period comes to 18.95 ns. The final tally of max-slew violations came out at 0. STA classifies the critical path endpoint as a primary output.

On the final layout, the worst hold slack is 6.25 ns. In this run the vertical extent of the chip is 447 um. CTS saw 2,048 sinks. Total cell area reported by yosys after synthesis: 0.0792 mm^2. The type of the most critical hold path was primary input to flip-flop. The script logs the mean routed wire length per placed instance as 34.3 um.

The post-CTS hold buffer count recorded in the log is 0. Summed over all cells, the static leakage comes to 25.3 nW. The final hold violation count recorded for this run is 0. Static timing analysis puts the maximum clock frequency at 52.8 MHz. Before placement the cells fill 40.4% of the core.

H-tree level count: 4. The register with the most flip-flops in the layout has 2,048 of them. Total setup violations reported at the end of the flow: 0. Note, the detailed placer reported a final HPWL of 158 mm. The congestion estimate from routability-driven global placement came to 0.967. The run gives 101 as the count of boundary I/O pins. The commonest cells after synthesis are 2,048 x edfxtp_1, 364 x a22oi_1, 351 x nor2_1, 181 x a221oi_1, 157 x nand2_1. Of the available clock period, the critical path in the final layout requires 56.7%. The largest fanout on the critical path is 45. The registers reported with the highest flop counts are data_ram: 2048 flops. Looking at the post-CTS report, the setup buffer insertion count equals 0. Entering global routing, the biggest net connects 71 pins. After synthesis, the design contains 4,459 cells according to Yosys. Summing every instance area after synthesis gives 0.0792 mm^2. The critical path in this run is classified as primary input to primary output. The tools report the number of global-route vias before repair as 47.8k. The kind of cell with the highest combined delay along the critical path is buffers and inverters. The largest single stage delay on the critical path is 0.61 ns. The register with the most flip-flops is data_ram. Combined area of the multi-input logic cells: 0.0161 mm^2. The first global-routing pass estimated 362 mm of wire.

The die is 447 um wide. Total length of routed wires: 260 mm. The remaining design rule violation count is 0. The total overflow left after global routing is 0. The iteration count of the initial detailed-routing pass is 8, and the register bit count reported by yosys is 2,048.

For this block, the via count after detailed routing is 45.9k. Looking at the critical path, the single cell with the biggest stage delay is and2_2. After technology mapping, the gate count stands at 4,459.

The run gives 26.72 ns for the endpoint required time on the critical path. In this run the tool buffered the top-level ports with 76 buffer cells. Counting the fill cells in the layout gives 16.3k. The tools report the remaining antenna violation count after routing as 0. The tools report the count of different cell masters after synthesis as 77. With the number of buffers on the longest clock path at 3, the synthesized area per cell is 17.8 um^2.

Count of synthesis-stage warnings from yosys: 1. By area the synthesized netlist is led by edfxtp_1 78%, a22oi_1 3.5%, mux4_2 2.7%, a221oi_1 2.0%, nor2_1 1.7%. TritonCTS built the clock tree. For the pin with the worst max-slew slack, the measured transition is 1.24 ns. With the worst max-slew margin expressed relative to the limit at 17.0%, the layout overhead on the synthesized area is 14.4%.
cell families (layout without fill, tap and decap cells):
| logic type | count (synthesis) | count (layout) | synth area share (%) |
|---|---|---|---|
| mux | 349 | 349 | 6.13 |
| buf+inv | 333 | 817 | 2.25 |
| other cells | 0 | 20 | 0 |
| simple gates | 658 | 658 | 3.69 |
| flops | 2048 | 2048 | 77.7 |
| compound gates | 1071 | 1071 | 10.2 |
layout make-up:
| class | count | share of cell area, % |
|---|---|---|
| flip-flops and latches | 2048 | 67.9 |
| repair buffers | 448 | 3.95 |
| inverters | 7 | 0.0345 |
| clock buffers | 249 | 5.78 |
| diodes | 20 | 0.0553 |
| multi-input cells | 2078 | 17.8 |
| well taps | 2624 | 3.63 |
| clock inverters | 113 | 0.871 |
power breakdown:
part	switching, mW	total [mW]	internal (mW)
clock	0.939	2.11	1.17
sequential	0.000782	2.81	2.81
combinational	0.211	0.294	0.0830
total	1.15	5.21	4.06
placed cells by master (no fill, tap or decap), drive strengths merged, types with 23 or more instances in the layout:
cell type / count
a22o: 74
clkinv: 95
nand2: 157
a22oi: 365
mux2i: 128
a221oi: 190
a31oi: 30
buf: 383
mux4: 95
a221o: 24
nor2: 351
edfxtp: 2048
a21oi: 103
clkbuf: 249
clkdlybuf4s50: 65
o22ai: 63
mux2: 126
a41oi: 39
o21ai: 85
nand4: 23
final timing paths:
| check | to | slack, ns | cells after the start | start |
|---|---|---|---|---|
| max | rd_data_mem[21] | 14.45 | 12 | wr_addr[2] |
| min | data_ram[26][7]$_DFFE_PP_ | 6.25 | 1 | wr_data[7] |
through the flow:
step	util [%]	cells	setup WS (ns)	cell area (um^2)	total power [mW]
2_1_floorplan	-	4459	17.88	79200	3.01
3_3_place_gp	43.1	7205	14.68	84500	3.15
3_5_place_dp	43.1	7205	14.68	84500	3.15
4_1_cts	46.2	7567	14.68	90500	5.23
5_1_grt	46.2	7574	14.38	90500	5.34
6_report	46.2	7587	14.45	90500	5.21
layer usage:
layer	part of all wire, %	vias to the layer above	wire, um	GRT usage, %
met2	44	3428	113000	39.1
met5	0.37	-	956	3.71
li1	-	19100	-	-
met4	6.6	38	17200	14.3
met1	30	22700	79100	31.7
met3	19	662	49300	23.8
No activity file was given, so power comes from the tool's default toggle rates.
